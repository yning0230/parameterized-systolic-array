`design/flow/design.v`:
```
module buffer #(
    parameter                               BUFFER_SIZE = 16,
    parameter                               DATA_WIDTH = 8
)(
    input                                   clk,
    input                                   rst,
    input [DATA_WIDTH-1:0]                  data_in,
    input                                   write_en,
    input                                   read_en,
    output                                  full,
    output                                  empty,
    output [DATA_WIDTH-1:0]                 data_out
);
    reg [DATA_WIDTH-1:0]                    buffer_mem [0:BUFFER_SIZE-1];
    reg [$clog2(BUFFER_SIZE)-1:0]           write_ptr;
    reg [$clog2(BUFFER_SIZE)-1:0]           read_ptr;
    reg [$clog2(BUFFER_SIZE):0]             buffer_count;
    generate
        genvar i;
        for (i = 0; i < BUFFER_SIZE; i = i + 1) begin
            always @(posedge clk) begin
                if (rst) begin
                    buffer_mem[i] <= '0;
                end
            end
        end
    endgenerate
    always @(posedge clk) begin
        if (rst) begin
            write_ptr               <= 0;
            buffer_count            <= 0;
        end else if (write_en && (!full || read_en)) begin
            buffer_mem[write_ptr]   <= data_in;
            write_ptr               <= (write_ptr + 1) % BUFFER_SIZE;
            if (!full || (full && read_en)) begin
                buffer_count        <= buffer_count + 1;
            end
        end
    end
    always @(posedge clk) begin
        if (rst) begin
            read_ptr                <= 0;
        end else if (read_en && !empty) begin
            read_ptr                <= (read_ptr + 1) % BUFFER_SIZE;
            buffer_count            <= buffer_count - 1;
        end
    end
    assign data_out     = buffer_mem[read_ptr];
    assign full         = (buffer_count == BUFFER_SIZE);
    assign empty        = (buffer_count == 0);
endmodule
```
`design/flow/run.sh`:
```
#!/bin/bash
# OpenROAD 26Q1-2900-gdf79404cd8, Yosys 0.63+post, stock flow scripts
make -C /OpenROAD-flow-scripts/flow DESIGN_CONFIG=/design/flow/config.mk WORK_HOME=/design/flow/orfs finish
```
`design/flow/config.mk`:
```
export PLATFORM = sky130hd
export DESIGN_NAME = buffer
export DESIGN_NICKNAME = buffer
export VERILOG_FILES = /design/flow/design.v
export SDC_FILE = /design/flow/constraint.sdc
export NUM_CORES = 4
export LEC_CHECK = 1
export CORE_UTILIZATION = 50
```
`design/flow/constraint.sdc`:
```
current_design buffer

set clk_period 3.8
set clk_io_pct 0.2

create_clock -name clk0 -period $clk_period [get_ports {clk}]

set non_clock_inputs [all_inputs -no_clocks]
set_input_delay [expr $clk_period * $clk_io_pct] -clock clk0 $non_clock_inputs
set_output_delay [expr $clk_period * $clk_io_pct] -clock clk0 [all_outputs]
```
==> CHANGELOG.md <==
## Flow update

* Area leader share at between 50% and 60%
* Ys cells at approximately 500
* Err: ERROR: Found 5 problems in 'check -assert'.
* Stage where the run ended: 1_2_yosys
* Flops out of synthesis at 150
* Async set or reset register ratio after synthesis at 0%
* Library cells used by synthesis at 39
* Cell accounting for the most synthesized area: sky130_fd_sc_hd__edfxtp_1
* Dominant register cell in the synthesized netlist: sky130_fd_sc_hd__edfxtp_1
* Proportion of synthesized chip area in sequential cells at ~64%
* Result of the run: did not finish
* Number of enable-type register cells in the synthesized netlist at roughly 130
* Yosys Chip Area at slightly below 7000 um2
* Leading cell types by total area after synthesis: sky130_fd_sc_hd__edfxtp_1 (59%), sky130_fd_sc_hd__mux4_2 (11%), sky130_fd_sc_hd__nor2_1 (8.0%), sky130_fd_sc_hd__dfxtp_1 (5.0%), sky130_fd_sc_hd__nand2_1 (2.6%)
* YS warnings at 1
## cell usage after synthesis (all sizes together), types with 4 or more instances
library cell / number
edfxtp: 133
inv: 7
a22oi: 16
ha: 7
o21bai: 4
dfxtp: 17
nor2b: 5
nor2: 144
clkbuf: 5
a31o: 10
nand3b: 5
mux4: 32
nand2: 48
buf: 30
xor2: 9
## logic make-up after synthesis
group / Yosys count / share of synthesized area (%)
buffers and inverters: 42 / 3.691
adder cells (fa/ha/maj): 7 / 1.298
multiplexers: 34 / 10.98
XOR/XNOR: 11 / 1.540
AND/OR/NAND/NOR: 217 / 13.89
AND-OR/OR-AND: 37 / 4.341
flip-flops: 150 / 64.26
